[/design/flow/design.v]
module MUL_datapath (eqz, LdA, LdB, LdP, clrP, decB, data_in, clk);
   input LdA, LdB, LdP, clrP, decB, clk;
   input [15:0] data_in;
   output eqz;
   wire [15:0] X, Y, Z, Bout, Bus;
   PIPO1 A (X, Bus, LdA, clk);
   PIPO2 P (Y, Z, LdP, clrP, clk);
   CNTR B (Bout, Bus, LdB, decB,  clk);
   ADD AD (Z, X, Y);
   EQZ COMP (eqz, Bout);
endmodule
module PIPO1 (dout, din, ld, clk);
   input [15:0] din;
   input ld, clk;
   output reg [15:0] dout;
   always @ (posedge clk)
      if (ld) dout <= din;
endmodule
module ADD (out, in1, in2);
    input [15:0] in1, in2;
    output reg [15:0] out;
 always @ (*)
   out = in1+in2;
endmodule
module PIPO2 (dout, din, ld, clr, clk);
   input [15:0] din;
   input ld, clr, clk;
   output reg [15:0] dout;
   always @ (posedge clk)
     if (clr) dout <= 16'b0;
     else if (ld) dout <= din;
endmodule
module EQZ (eqz, data);
    input [15:0] data;
    output eqz;
    assign eqz = (data == 0);
endmodule
module CNTR (dout, din, ld, dec, clk);
   input [15:0] din;
   input ld, dec, clk;
   output reg [15:0] dout;
  always @ (posedge clk)
    if (ld) dout <= din;
    else if (dec) dout <= dout-1;
endmodule
module controller (LdA, LdB, LdP, clrP, decB, done, clk, eqz, start);
    input clk, eqz, start;
    output reg LdA, LdB, LdP, clrP, decB, done;
    reg [2:0] state;
    parameter S0=3'b000, S1=3'b001, S2=3'b010, S3=3'b011, S4=3'b100;
   always @ (posedge clk)
      begin
       case (state)
        S0: if (start) state <= S1;
        S1: state <= S2;
        S2: state <= S3;
        S3: #2 if (eqz) state <= S4;
        S4: state <= S4;
        default: state <= S0;
     endcase
    end
  always @ (state)
    begin
     case (state)
      S0: begin #1 LdA=0; LdB=0; LdP=0; clrP=0; decB=0; end
      S1: begin #1 LdA=1; end
      S2: begin #1 LdA=0; LdB=1; clrP=1; end
      S3: begin #1 LdB=0; LdP=1; clrP=0; decB=1; end
      S4: begin #1 done=1; LdB=0; LdP=0; decB=0; end
      default: begin #1 LdA=0; LdB=0; LdP=0; clrP=0; decB=0; end
    endcase
  end
endmodule
[/design/flow/run.sh]
#!/bin/bash
# OpenROAD 26Q1-2900-gdf79404cd8, Yosys 0.63+post, stock flow scripts
make -C /OpenROAD-flow-scripts/flow DESIGN_CONFIG=/design/flow/config.mk WORK_HOME=/design/flow/orfs finish
[/design/flow/config.mk]
export PLATFORM = sky130hd
export DESIGN_NAME = MUL_datapath
export DESIGN_NICKNAME = MUL_datapath
export VERILOG_FILES = /design/flow/design.v
export SDC_FILE = /design/flow/constraint.sdc
export NUM_CORES = 4
export LEC_CHECK = 1
export CORE_AREA = 10 10 83 83
export DIE_AREA = 0 0 93 93
[/design/flow/constraint.sdc]
current_design MUL_datapath

set clk_period 5.1
set clk_io_pct 0.2

create_clock -name clk0 -period $clk_period [get_ports {clk}]

set non_clock_inputs [all_inputs -no_clocks]
set_input_delay [expr $clk_period * $clk_io_pct] -clock clk0 $non_clock_inputs
set_output_delay [expr $clk_period * $clk_io_pct] -clock clk0 [all_outputs]
==> notes.md <==
run results: Layout area overhead=20.8%, Initial DRC Count=3, largest area contributor in the netlist=edfxtp_1, Cell variety after synth=16, dpl cells=129, share of cells above drive strength 1=0.111, main area contributors=edfxtp_1 (63%), xor2_1 (12%), xnor2_1 (3.5%), DRT antenna net count=0, hold buffers post-CTS=0, P_leak=0.312 nW, post-CTS sizing=0, vias in the first global route=478, tool warnings=44, die width=93 um, nature of the critical path startpoint=flop, Max Buffers Root-to-Sink=2, total power per unit cell area=401 nW/um^2, DR vias/cell=3.34, core area=5140 um^2, crit end category=primary output, Die H=93 um, Final Instance Count excl. Fillers=133, row count=26, total gr overflow=0, Crit path required time=4.08 ns, Slew Limit Fails=0, Hold WC Path Type=reg2reg, yosys warns=20, upper clock frequency limit=285 MHz, Synth Cell Area=759 um^2, Crit Path Max Fanout=4, CTS tree=built, TritonRoute pass-1 iters=4, Routed WL=1.14 mm, max-cap viol count=0, detailed-route via count=444, Root Driver=clkbuf_8, most frequent cells after synthesis=edfxtp_1 (16), xor2_1 (10), nor2_1 (4), nor3_1 (4), most common cell in the netlist=edfxtp_1, wire length per cell=8.60 um, outcome=complete, no violations, peak supply drop=0.312 mV, YS chip area=759 um^2, Top-area cell share=0.633, top_reg_cell synth=edfxtp_1, Die ar.=8650 um^2, register share after synthesis=0.633, max reg flops=16, antenna cells=0, largest net degree at the start of global routing=17, Latency at later pin=0.25 ns, actual slew at the worst max-slew pin=0.485 ns, Clock Pin Slew Worst Setup and Hold Paths=0.06 ns, RSZ-0062 raised after global routing=no, slew margin rel.=0.674, Tmin final=3.51 ns, GRT Overall Usage=0.0272, GPL Wtd Cong=0.701, Worst R2R Setup Slack=3.08 ns, Top reg by flops=B.dout, Final Skew=0.00430 ns, final setup TNS=0 ns, H-tree Lvls=1, placed wire-length estimate=792 um, first-pass GRT wire length=1.97 mm, PortBufs=3, final worst path period share=0.689, final setup violation count=0, FFs w/ async S/R, synth=0, setup bufs post-CTS=0, Post-Synthesis Cells=57, antenna violations before repair=0, CTS sink count=16, largest registers=B.dout (16), flops & latches, synth=16, Synth Area per Inst=13.3 um^2, critical path arrival=2.49 ns, DRC errors left=0, Post-synth EDFFs=16, yosys stat cell total=57, I/O pin cnt=23, final hold vios=0, Pre-Place Util=0.148, cts bufs inserted=3, Crit Path Class=reg2out
==> worst max-delay path, stage by stage, from the launching register on <==
cell and delay (ns):
edfxtp_1 0.45, or4_4 0.59, or4_4 0.45, nor4_1 0.25
clkdlybuf4s50_1 0.51
==> area by class of cell <==
| class | instances | area, um^2 |
|---|---|---|
| Inverter | 3 | 11.3 |
| Tap cell | 70 | 87.6 |
| Timing Repair Buffer | 3 | 30.0 |
| Clock buffer | 3 | 41.3 |
| Multi-Input combinational cell | 37 | 263 |
| Clock inverter | 1 | 3.75 |
| Fill cell | 583 | 4220 |
| Sequential cell | 16 | 480 |
==> report_power, final <==
part           switching [mW]  internal [mW]  total, mW
logic                  0.0268         0.0271     0.0539
clock network          0.0407         0.0533     0.0940
registers              0.0279          0.192      0.220
total                  0.0954          0.272      0.368
==> cell usage in the layout (no fill, tap or decap), drive strengths merged <==
| cell type | netlist | final |
|---|---|---|
| or3 | 3 | 3 |
| nor4 | 3 | 3 |
| or4 | 2 | 2 |
| nor3 | 4 | 4 |
| or2 | 1 | 1 |
| xor2 | 10 | 10 |
| clkinv | 0 | 1 |
| clkdlybuf4s50 | 0 | 3 |
| ha | 1 | 1 |
| xnor2 | 3 | 3 |
| edfxtp | 16 | 16 |
| inv | 3 | 3 |
| o21ai | 1 | 1 |
| nor2 | 4 | 4 |
| nand2b | 1 | 1 |
| nor3b | 1 | 1 |
| clkbuf | 0 | 3 |
| nand2 | 3 | 3 |
==> routing by layer <==
layer,track usage,up-vias,routed length [um]
met1,0.0353,214,549
met2,0.0415,10,516
met3,0.0113,2,55
met5,0,-,0
met4,0.00643,0,23
li1,-,218,-
==> cells by family (layout without fill, tap and decap cells) <==
kind of cell               after synthesis  after routing  synth area share
and+or+nand+nor                         22             22             0.173
DFF                                     16             16             0.633
xor gates and xnor gates                13             13             0.150
buffers and inverters                    4             10            0.0214
adders and majority gates                1              1            0.0165
AOI/OAI and AO/OA                        1              1           0.00658
==> final timing paths <==
path | endpoint | start | depth (start not counted)
hold / removal | B.dout[0] | B.dout[0] | 1
setup / recovery | eqz | B.dout[8] | 4
hold reg to reg | B.dout[0] | B.dout[0] | 1
setup reg to reg | B.dout[15] | B.dout[8] | 4
==> stage by stage <==
step	utilization	hold WS (ns)	instance area, um^2	setup slack (ns)	power [mW]
2_1_floorplan	-	0.530	759	2.54	0.260
3_3_place_gp	0.170	0.545	872	1.90	0.271
3_5_place_dp	0.170	0.549	872	1.83	0.275
4_1_cts	0.178	0.558	917	1.55	0.372
5_1_grt	0.178	0.580	917	1.48	0.389
6_report	0.178	0.554	917	1.59	0.368
Power and IR drop assume default switching activity.
