$ cat ./design.v
module regbank_v2 (rdData1, rdData2, wrData, sr1, sr2, dr, write, clk);
   input clk, write;
   input [1:0] sr1, sr2, dr;  
   input [31:0] wrData;
   output [31:0] rdData1, rdData2;
   reg [31:0] R0, R1, R2, R3;
  assign rdData1 = (sr1 == 0) ? R0 :
                   (sr1 == 1) ? R1 :
                   (sr1 == 2) ? R2 :
                   (sr1 == 3) ? R3 : 0;
 assign rdData1 = (sr1 == 0) ? R0 :
                   (sr1 == 1) ? R1 :
                   (sr1 == 2) ? R2 :
                   (sr1 == 3) ? R3 : 0;
  always @ (posedge clk)
   begin
    if (write)
      case (dr)
        0: R0 <= wrData;
        1: R1 <= wrData;
        2: R2 <= wrData;
        3: R3 <= wrData;
      endcase
   end
endmodule
$ cat ./run.sh
#!/bin/bash
# OpenROAD 26Q1-2900-gdf79404cd8, Yosys 0.63+post, stock flow scripts
make -C /OpenROAD-flow-scripts/flow DESIGN_CONFIG=/design/flow/config.mk WORK_HOME=/design/flow/orfs finish
$ cat ./config.mk
export PLATFORM = sky130hd
export DESIGN_NAME = regbank_v2
export DESIGN_NICKNAME = regbank_v2
export VERILOG_FILES = /design/flow/design.v
export SDC_FILE = /design/flow/constraint.sdc
export NUM_CORES = 4
export LEC_CHECK = 1
export CORE_UTILIZATION = 30
$ cat ./constraint.sdc
current_design regbank_v2

set clk_period 5.4
set clk_io_pct 0.2

create_clock -name clk0 -period $clk_period [get_ports {clk}]

set non_clock_inputs [all_inputs -no_clocks]
set_input_delay [expr $clk_period * $clk_io_pct] -clock clk0 $non_clock_inputs
set_output_delay [expr $clk_period * $clk_io_pct] -clock clk0 [all_outputs]
==> CHANGELOG.md <==
### Implementation results

- Count of endpoints failing setup in the final report: 0
- Number of clock sinks: 128
- Routability Congestion: 0.651
- #FFs+latches synth: 128
- Finished layout cell area: 6430 sq um
- Setup TNS: 0 ns
- TritonRoute pass-1 iters: 4
- Post-DR wirelength/cell: 16.1 microns
- Path class of the lowest-slack min-delay path: in2reg
- Core region area: 15900 sq um
- Antenna Violating Nets Remaining: 0
- Final cell utilization of the core: 0.404
- Share of the clock period used by the worst path after layout: 0.720
- Net load switching power: 0.464 mW
- Postcts setup bufs: 0
- CP Class: in2out
- Signal arrival time at the worst endpoint: 2.81 ns
- Cells in synth_stat.txt: 204
- Worst IR drop on VDD: 202 uV
- RSZ-0062 raised after global routing: no
- Horiz. Die Dim: 130 microns
- Register share of total power: 0.441
- Post-cts resize count: 0
- Total cell area at the placement stage: 5740 sq um
- Most frequent logic cell in the layout: sky130_fd_sc_hd__edfxtp_1
- Crit start category: primary input
- Largest driver fanout on the critical path: 14
- Worst Tran Pin Value: 0.528 ns
- Run status: complete, no violations
- Count of mapped cells out of synthesis: 204
- Vias in the first global route: 2232
- Number of top-level design ports: 104
- Via/cell ratio: 4.17
- Internal power component: 2.16 mW
- Slew Limit Fails: 0
- Worst-path cell with the longest stage delay: sky130_fd_sc_hd__mux4_2
- Global routing usage summed across all routing layers: 0.111
- Die Y-Extent: 130 microns
- Wire length after detailed routing: 8380 microns
- Max Clk Rate: 257 MHz
- Total die size: 17000 sq um
- CTS tree: done
- Reported max-cap violation count: 0
- Layout cells sized above 1: 0.243
- Total number of vias: 2170
- Period minus WS final: 3.89 ns
- Initial antenna violation count: 0
- Cell-by-cell trace of the critical path: buf_2 -> buf_4 -> mux4_2 -> clkdlybuf4s50_1
- Total power per unit cell area: 408 nW/um^2
- Synth cell types: 11
- Most frequent cells in the layout: sky130_fd_sc_hd__edfxtp_1 (128), sky130_fd_sc_hd__clkdlybuf4s50_1 (67), sky130_fd_sc_hd__conb_1 (32)
- Floorplan utilization: 0.309
- Total cell area reported by yosys after synthesis: 4930 sq um
- Cts bufs inserted: 17
- Layout-stage area growth over the synthesis result: 30.4%
- Total congestion overflow: 0
- Max clock buf depth: 2
- Post-route worst hold slack: 1.30 ns
- Pin count of the biggest net entering global routing: 20
- Proportion of synthesized chip area in sequential cells: 0.779
- Overall power: 2.62 mW
- Number of hold buffers added after CTS: 0
- Mapped Area: 4930 sq um
- Slew margin rel.: 0.648
- Switching share of power: 0.177
- Clock power frac: 0.501
- Number of warnings in the stage logs: 27
- Number of hold violations in the final report: 0
- Mean instance size in the synthesized netlist: 24.2 sq um
- Number of antenna diodes: 0
- IO Port Bufs: 69
- Share of total power in combinational logic: 0.058
- Remaining DRCs: 0
- Hold depth: 1
- Max incr delay on CP: 0.58 ns
- Maximum level of the CTS H-tree: 4
- Nature of the critical path endpoint: output pin
- Clock root cell: sky130_fd_sc_hd__clkbuf_16
- Post-DP HPWL: 5180 microns
- Data required time at the worst endpoint: 4.32 ns
- Standby leakage power: 2.15 nW
- Initial drt markers: 127
- Clock-pin slew reported for the worst setup and hold paths after clock tree synthesis: 0.06 ns
- Wire length of the first global-routing pass: 12600 microns
- Yosys synthesis warning count: 65
- Core Rows: 46
[per-stage QoR]
stage	std cells	setup WS (ns)
after global placement	489	1.42
final	521	1.51
after global routing	521	1.33
after CTS	521	1.40
after floorplan	235	1.45
after detailed placement	489	1.40
[per-layer routing]
layer	vias up	global-route usage	wire, microns
li1	970	-	-
met1	1088	0.154	3410
met2	99	0.171	4050
met3	13	0.0522	753
met4	0	0.0192	169
met5	-	0	0
[power by group through the flow]
stage	Clock (mW)	Sequential, mW	Combinational [mW]
4_1_cts	1.34	1.16	0.159
5_1_grt	1.38	1.16	0.169
6_report	1.31	1.16	0.153
[cell type report]
cell class,count,area (sq um)
fill,1392,9510
sequential,128,3840
multi-input combinational,68,888
timing repair buffer,77,741
clock buffer,19,433
tap,216,270
clock inverter,13,259
[final timing paths]
kind | from | to
worst max-delay path | sr1[0] | rdData1[20]
worst min-delay path | wrData[24] | R1[24]
[registers in the layout (all words and copies together), names as in the netlist]
signal	count
R0	32
R1	32
R2	32
R3	32
[Yosys cell counts]
| master | n | area (sq um) |
|---|---|---|
| sky130_fd_sc_hd__buf_4 | 32 | 240 |
| sky130_fd_sc_hd__buf_2 | 3 | 15.0 |
| sky130_fd_sc_hd__buf_12 | 3 | 60.1 |
| sky130_fd_sc_hd__buf_6 | 1 | 11.3 |
| sky130_fd_sc_hd__mux4_2 | 30 | 676 |
| sky130_fd_sc_hd__nor3b_1 | 1 | 7.51 |
| sky130_fd_sc_hd__mux4_1 | 2 | 52.6 |
| sky130_fd_sc_hd__edfxtp_1 | 128 | 3840 |
| sky130_fd_sc_hd__and3b_1 | 2 | 17.5 |
| sky130_fd_sc_hd__conb_1 | 1 | 3.75 |
| sky130_fd_sc_hd__and3_1 | 1 | 6.26 |
[worst max-delay path, delay by kind of cell]
family / cells / cell delay [ns]
buffers and inverters: 3 / 1.14
multiplexers: 1 / 0.58
[kinds of logic (layout without fill, tap and decap cells)]
group / Yosys count / in the layout / share of synthesized area
and+or+nand+nor: 4 / 4 / 0.00634
other: 1 / 32 / 0.000760
buffers and inverters: 39 / 109 / 0.0662
muxes: 32 / 32 / 0.148
DFF: 128 / 128 / 0.779
Power and IR drop assume default switching activity.
